File: ./run.sh
#!/bin/bash
# OpenROAD 26Q1-2900-gdf79404cd8, Yosys 0.63+post, stock flow scripts
make -C /OpenROAD-flow-scripts/flow DESIGN_CONFIG=/design/flow/config.mk WORK_HOME=/design/flow/orfs finish
File: ./config.mk
export PLATFORM = sky130hd
export DESIGN_NAME = ones_count
export DESIGN_NICKNAME = ones_count
export VERILOG_FILES = /design/flow/design.v
export SDC_FILE = /design/flow/constraint.sdc
export NUM_CORES = 4
export LEC_CHECK = 1
export CORE_AREA = 10 10 70 70
export DIE_AREA = 0 0 80 80
File: ./constraint.sdc
current_design ones_count

set clk_period 4.9
set clk_io_pct 0.2

create_clock -name clk0 -period $clk_period

set non_clock_inputs [all_inputs -no_clocks]
set_input_delay [expr $clk_period * $clk_io_pct] -clock clk0 $non_clock_inputs
set_output_delay [expr $clk_period * $clk_io_pct] -clock clk0 [all_outputs]
File: ./design.v
module ones_count(output reg [3:0] count,
                  input [7:0] dat_in);
integer idx;                
always @(*)
begin
  count = 0;
  for(idx=0; idx<8; idx=idx+1)
    if(dat_in[idx] == 1)
      count = count + 1;
end                                                   
endmodule                  
==> impl_metrics.csv <==
group,metric,value,unit
hold_path,min_path_type,"input pin to primary output",
synth,area_leaders,"ha_1 13%, xnor2_1 10%, xor2_1 7.0%",
setup_path,cp-start-kind,"input pin",
drt,vias_per_cell,4.343,
place,gp_congestion,0.8795,
setup_path,critPathRequiredTime,3920,ps
die,fp.dieW,80,um
global_routing,grt_first_pass_wirelength,3.387,mm
cells_and_area,nClkBuffers,0,
global_routing,grt_usage,6.081,%
place,portBuffers,12,
synth,synth_top_area_share,13.27,%
flow_run,cap_violations,0,
synth,common_cells,"9 x xnor2_1, 8 x ha_1, 8 x nand2_1",
global_routing,antenna_found_initial,0,
timing,min_period,4922,ps
die,fp.dieH,80,um
drt,antennaDiodeCount,0,
die,core,3416,um^2
drt,drt-total-wl,1.974,mm
flow_run,warning_count,37,
synth,ys_cells,96,
die,placementRows,21,
die,chip_area,6400,um^2
synth,netlist_area,754.5,um^2
synth,avgSynthCellArea,7.859,um^2
drt,drt-pass1-iter-count,4,
synth,syn_inst,96,
cells_and_area,area_delta_synth_final,62.35,%
place,place_area,1062,um^2
cells_and_area,fillers,334,
timing,final_max_slew_viol_count,0,
drt,postRouteAntennaNets,0,
drt,wl_per_cell,10.91,um
outcome,violations,"negative setup slack",
global_routing,grt-ovfl-total,0,
cells_and_area,final-seq-area,0,um^2
global_routing,grt_pass1_vias,808,
setup_path,worstPathMaxFanout,3,
drt,vias,786,
cells_and_area,drive_gt1_share,45.19,%
synth,ys_seq_share,0,%
die,fp_util,22.09,%
setup_path,worst-setup-path-type,"input pin to primary output",
setup_path,cp_data_arrival_time,3940,ps
clock_network,hold_buffers,0,
timing,hold_ws,2772,ps
setup_path,worstSetupEndpointType,"primary output",
synth,yosysUniqueCellTypes,40,
timing,tns,-26.55,ps
global_routing,grt_max_degree,15,
timing,finalClockPeriodUsage,100.5,%
timing,slew_headroom,78.35,%
place,pre_cts_ws,-918.5,ps
synth,top_area_cell,"ha_1",
timing,rsz0062_at_grt,"true",
drt,drt_iter0_drc,34,
power_and_ir_drop,cellLeakagePower,0.5462,nW
drt,drc,0,
synth,yosysMostFrequentCell,"xnor2_1",
place,hpwl,1.493,mm
power_and_ir_drop,p_per_area,189.5,nW/um^2
outcome,outcome,"finished, violations left",
synth,yosys_warnings,1,
synth,yosys-stat-area,754.5,um^2
cells_and_area,flops,0,
timing,final-setup-viol-count,2,
power_and_ir_drop,vdd_drop_max,0.04577,mV
cells_and_area,stdcell_area,1225,um^2
power_and_ir_drop,power.total,0.2322,mW
timing,finalHoldViolations,0,
timing,setup_ws,-22.26,ps
timing,tightest_slew,322.4,ps
timing,max_freq,0.2032,GHz
die,ios,12,
## stage by stage
step,cells,utilization [%]
2_1_floorplan,96,-
5_1_grt,181,35.86
6_report,181,35.86
3_3_place_gp,172,31.10
3_5_place_dp,172,31.10
4_1_cts,178,34.03
## cells by family (layout without fill, tap and decap cells)
group	count (synthesis)	count (layout)	synth area share, %
AOI/OAI and AO/OA	25	25	26.20
muxes	2	2	2.985
and+or+nand+nor	32	32	24.22
buffers and inverters	11	50	8.622
adders and majority gates	8	8	13.27
xor gates and xnor gates	18	18	24.71
## repair_timing
item,in CTS,in global routing
pin swaps,17,14
setup endpoints to repair,3,3
resized,38,7
hold endpoints to repair,0,0
buffers inserted,6,3
## cells in the final DEF, fill, tap and decap left out, types with 2 or more instances in the layout
cell type,netlist,layout
o32ai_1,2,2
nor2b_1,3,3
nand2b_1,3,2
xor2_1,6,6
clkdlybuf4s50_1,0,6
ha_1,8,3
a31o_1,2,2
ha_4,0,4
inv_2,0,2
o211ai_1,2,2
buf_8,0,2
buf_4,2,31
nand3_1,4,3
nor2_1,4,4
nand2_1,8,7
a21oi_2,0,3
xnor2_2,1,2
xnor2_1,9,8
o21ai_0,3,2
buf_2,1,3
o31ai_2,2,2
inv_1,6,4
a21oi_1,6,3
## worst max-delay path: stages
cell and delay (ps):
buf_8 100, ha_4 150, and2b_1 170, a21oi_2 120
xor2_1 190, a21oi_1 100, ha_1 330, o211ai_1 260
a21o_1 180, a32oi_2 110, ha_2 220, xor2_1 160
or3_1 320, a21oi_2 150, o211a_1 160, xor2_1 130
buf_2 110
## layer usage
| metal | global-route usage [%] | vias to the layer above | wire length, um |
|---|---|---|---|
| li1 | - | 426 | - |
| met3 | 0.6818 | 0 | 53 |
| met4 | 0.3521 | 0 | 0 |
| met2 | 9.791 | 8 | 851 |
| met5 | 0 | - | 0 |
| met1 | 8.802 | 352 | 1069 |
## power by group
| part | leakage, nW | internal, mW | switching (mW) |
|---|---|---|---|
| Clock | 0 | 0 | 0 |
| Sequential | 0 | 0 | 0 |
| Combinational | 0.546 | 0.135 | 0.0973 |
## cell type report
class                           count  area (um^2)  share of cell area [%]
Inverter                            6        22.52                   1.839
Multi-Input combinational cell     85        790.8                   64.56
Tap cell                           46        57.56                   4.699
Timing Repair Buffer               44        354.1                   28.91
## final timing paths
check | from | to | slack, ps | cells after the start
max | dat_in[0] | count[3] | -20 | 17
min | dat_in[7] | count[1] | 2770 | 3
Power is estimated from default activity; no workload was simulated.
