==> ./design.v <==
module ALU(output reg c_out, 
           output reg [7:0] sum,
           input [8*10:1] oper,
           input [7:0] a,
           input [7:0] b,
           input c_in); 
always @(*)
begin
  case(oper)
    "and": {c_out, sum} = a + b + c_in;
    "subtract": {c_out, sum} = a + ~b + c_in;
    "subtract_a": {c_out, sum} = b + ~a + ~c_in;
    "or_ab": {c_out, sum} = {1'b0, a|b};
    "and_ab": {c_out, sum} = {1'b0, a&b};
    "not_ab": {c_out, sum} = {1'b0, (~a)&b};
    "exor": {c_out, sum} = {1'b0, a^b};
    "exnor": {c_out, sum} = {1'b0, a~^b};
    default: {c_out, sum} = 9'bx;
  endcase
end
endmodule    
==> ./run.sh <==
#!/bin/bash
# OpenROAD 26Q1-2900-gdf79404cd8, Yosys 0.63+post, stock flow scripts
make -C /OpenROAD-flow-scripts/flow DESIGN_CONFIG=/design/flow/config.mk WORK_HOME=/design/flow/orfs finish
==> ./config.mk <==
export PLATFORM = sky130hd
export DESIGN_NAME = ALU
export DESIGN_NICKNAME = ALU
export VERILOG_FILES = /design/flow/design.v
export SDC_FILE = /design/flow/constraint.sdc
export NUM_CORES = 4
export LEC_CHECK = 1
export CORE_UTILIZATION = 40
==> ./constraint.sdc <==
current_design ALU

set clk_period 7.9
set clk_io_pct 0.2

create_clock -name clk0 -period $clk_period

set non_clock_inputs [all_inputs -no_clocks]
set_input_delay [expr $clk_period * $clk_io_pct] -clock clk0 $non_clock_inputs
set_output_delay [expr $clk_period * $clk_io_pct] -clock clk0 [all_outputs]
==> flow_summary.json <==
{
  "firstDrtPassIters": 4,
  "grt_pass1_wl_mm": 14.08,
  "initial_core_util_pct": 41.66,
  "dp_hpwl_mm": 7.613,
  "whs_path_depth": 4,
  "hold_class": "in -> out",
  "tightest_slew_ns": 0.7792,
  "flops": 0,
  "post-route-min-period_ns": 6.716,
  "ys_warn_count": 1,
  "core_um2": 5956,
  "power_w": 0.0001796,
  "synth.most_common_cell": "inv_1",
  "common_cells": "inv_1 (34), ha_1 (29), nor2_1 (27), nand2_1 (20), nand4_1 (19)",
  "cp_data_required_time_ns": 6.32,
  "crit_path_cell_trace": "clkdlybuf4s50_1 > ha_1 > inv_1 > fa_1 > nand2b_1 > a21oi_1 > o21a_1 > o21ai_0 > a21oi_1 > or4_1 > a21oi_1 > o21a_1 > clkdlybuf4s50_1",
  "drc": 0,
  "cts_hold_buf": 0,
  "num_vias": 3019,
  "synth.distinct_cells": 61,
  "place_congestion": 0.9568,
  "top_cell_area_share_pct": 14.62,
  "row_count": 28,
  "ir_drop_mv": 0.03216,
  "portBuffers": 106,
  "drtIter0Drc": 112,
  "dieArea_um2": 6522,
  "final_cells": 513,
  "postSynthSeqShare_pct": 0,
  "die_h_um": 80.76,
  "crit_top_cell": "a21oi_1",
  "area_delta_synth_final_pct": 45.03,
  "final_util_pct": 60.42,
  "max_stage_delay_ns": 0.64,
  "synth.cell_area_um2": 2481,
  "power_leakage_nw": 1.411,
  "post_cts_buffers": 0,
  "first_global_vias": 3096,
  "antennaDiodeCount": 0,
  "tool_warnings": 54,
  "cellPowerDensity_nw_per_um2": 49.91,
  "rsz0062_at_grt": "false",
  "ys_area_um2": 2481,
  "hold_viol_final": 0,
  "drive_gt1_share_pct": 1.598,
  "status": "finished clean",
  "syn_avg_cell_area_um2": 7.297,
  "die_x_um": 80.76,
  "arrival_ns": 5.14,
  "syn_inst": 340,
  "nFillCells": 540,
  "cp.buffers_inverters": 3,
  "ant_nets": 0,
  "nClkBuffers": 0,
  "antenna_found_initial": 0,
  "slew_violations": 0,
  "grt_util_all_layers_pct": 28.34,
  "grt_max_degree": 11,
  "comb_area_um2": 2316,
  "slowest_stage": "clkdlybuf4s50_1",
  "crit_path_start_kind": "primary input",
  "post-place-cells": 513,
  "pin_count": 106,
  "worstHoldStart": "b[4]",
  "critical_path.top_delay_family": "buffers and inverters",
  "worstSetupPathType": "in -> out",
  "hold_path_end": "sum[4]",
  "regArea_um2": 0,
  "synth_top_cell_by_area": "ha_1",
  "setup_viol": 0,
  "routed_wl_mm": 8.671,
  "cts-resized-gates": 0,
  "synthTopCellsByArea": "ha_1 (15%), fa_1 (8.9%), inv_1 (5.1%), nand4_1 (4.8%), nor2_1 (4.1%)",
  "post-route-period-util_pct": 85.01,
  "max_slew_margin_pct": 47.32,
  "grt.overflow.total": 0,
  "finalSetupTns_ns": 0,
  "wl_per_cell_um": 16.90,
  "ys_cells": 340,
  "fmax_mhz": 148.9,
  "endpoint_kind": "primary output",
  "viasPerCell": 5.885,
  "cp_max_fo": 6,
  "max_cap_violations": 0
}
[worst max path at each step]
stage	cells past startpoint	slack (ns)	endpoint	startpoint
global route	10	1.0	sum[6]	oper[13]
CTS	13	1.20	c_out	a[1]
finish	13	1.18	c_out	a[1]
[final cells by class]
class,count,share of cell area (%)
Multi-Input combinational cell,298,64.36
Tap cell,75,2.608
Inverter,34,3.547
Timing Repair Buffer,106,29.49
[through the flow]
stage          cell area (um^2)  hold WS (ns)  setup WS (ns)
3_3_place_gp               3598         4.285          1.202
2_1_floorplan              2481         3.227          2.436
5_1_grt                    3598         4.315         0.9990
3_5_place_dp               3598         4.281          1.211
4_1_cts                    3598         4.284          1.200
6_report                   3598         4.275          1.185
[cells by family after synthesis]
group	Yosys count	share of synthesized area, %
AND-OR/OR-AND	72	19.52
XOR/XNOR	10	3.530
adder cells (fa/ha/maj)	40	23.50
buffers and inverters	42	6.657
multiplexers	7	2.824
AND/OR/NAND/NOR	169	43.97
[routing by layer]
metal	global-route usage, %	wire (um)	up-vias
met5	0	0	-
met4	6.071	197	0
met3	1.482	352	22
met2	54.92	4520	95
met1	34.18	3600	1411
li1	-	-	1491
[placed cells by master, fill, tap and decap left out, types with 4 or more instances in the layout]
| cell | Yosys | final |
|---|---|---|
| ha_1 | 29 | 29 |
| or3_1 | 5 | 5 |
| nand4b_1 | 10 | 10 |
| and2_1 | 4 | 4 |
| xor2_1 | 5 | 5 |
| clkdlybuf4s50_1 | 0 | 106 |
| a21o_1 | 5 | 5 |
| mux2i_1 | 7 | 7 |
| nor4_1 | 15 | 15 |
| fa_1 | 11 | 11 |
| nand4_1 | 19 | 19 |
| o21ai_0 | 10 | 10 |
| nor4b_1 | 6 | 6 |
| nor4bb_1 | 7 | 7 |
| nand2b_1 | 6 | 6 |
| a211oi_1 | 5 | 5 |
| o22ai_1 | 6 | 6 |
| a221oi_1 | 4 | 4 |
| nand3_1 | 6 | 6 |
| a21oi_1 | 16 | 16 |
| inv_1 | 34 | 34 |
| o21a_1 | 4 | 4 |
| and4b_1 | 4 | 4 |
| nor2_1 | 27 | 27 |
| nand2_1 | 20 | 20 |
| xnor2_1 | 5 | 5 |
| nor3_1 | 10 | 10 |
| and4_1 | 6 | 6 |
[power by group]
group	leakage, nW	switching (W)	internal (W)
combinational	1.41	0.0000778	0.000102
sequential	0	0	0
clock	0	0	0
total	1.41	0.0000778	0.000102
Power is estimated from default activity; no workload was simulated.
