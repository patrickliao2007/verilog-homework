===== ./design.v =====
module sram(output [7:0] dout,
            input [7:0] din,
            input [7:0] addr,
            input wr, rd, cs );
reg [7:0] mem[255:0];
always @(posedge wr)
begin
  if(cs == 1'b1)
    mem[addr] = din;
end
assign dout = (cs == 1'b1 && rd == 1'b0)? mem[addr] : 8'bz;
endmodule

===== ./run.sh =====
#!/bin/bash
# OpenROAD 26Q1-2900-gdf79404cd8, Yosys 0.63+post, stock flow scripts
make -C /OpenROAD-flow-scripts/flow DESIGN_CONFIG=/design/flow/config.mk WORK_HOME=/design/flow/orfs finish

===== ./config.mk =====
export PLATFORM = sky130hd
export DESIGN_NAME = sram
export DESIGN_NICKNAME = sram
export VERILOG_FILES = /design/flow/design.v
export SDC_FILE = /design/flow/constraint.sdc
export NUM_CORES = 4
export LEC_CHECK = 1
export CORE_UTILIZATION = 30

===== ./constraint.sdc =====
current_design sram

set clk_period 21.8
set clk_io_pct 0.2

create_clock -name clk0 -period $clk_period [get_ports {wr}]

set non_clock_inputs [all_inputs -no_clocks]
set_input_delay [expr $clk_period * $clk_io_pct] -clock clk0 $non_clock_inputs
set_output_delay [expr $clk_period * $clk_io_pct] -clock clk0 [all_outputs]

==> run notes <==
fresh numbers from the pnr run: status finished, final reports clean, clk slew on worst S/H paths 0.06 ns, Yosys Chip Area 0.0783 sq mm, Critical Path AT 9.98 ns, Final Hold Viols 0, Worst EP required 17.44 ns, routed vias/inst 5.02, # resized after CTS 0, Mapped Area 0.0783 sq mm, setup TNS 0 ns, Final setup viols 0, Hold Crit Class in2reg, commonest cells in the netlist edfxtp_1, mux4_2, a22oi_1, ys async rst share 0, GRT Total Usage 0.152, H-tree Lvls 4, clk buf depth 3, Design Power 7920 uW, CP Launch Type input pin, wire length per cell 25.5 um, DIE HEIGHT 513 um, Routed WL 185000 um, Layout area overhead 13.8%, fin. max-slew vios 0, Largest register FFs 2048, clock root cell clkbuf_16, sequential-to-total area share from yosys stat 0.785, DRT Pass-1 Iters 5, placed cell areas 0.0831 sq mm, FMAX 0.0697 GHz, syn_area_per_cell 22.1 sq um, CP Max Fanout 95, Slew headroom 0.320, number of warnings in the stage logs 27, Clock Sinks 2048, Setup Crit Path Kind in2out, Power Density 88.8 mW/mm^2, Cell Type Count 21, layout cells sized above 1 0.247, # IOs 27, leading area contributor after synthesis edfxtp_1, largest net degree at the start of global routing 96, most common cell in the netlist edfxtp_1, Detail Placement HPWL 109000 um, initial antenna violation count 8, Die Wd 513 um, maximum VDD drop 84.9 uV, Cells after Synth 3539, Core ar. 0.260 sq mm, CP endpoint kind output port, Rows 187, Initial DRC Count 2611, vias in the first global route 40503, actual slew at the worst max-slew pin 1.02 ns, antenna-violating nets left 0, die area 0.263 sq mm, total of max-cap violations 0, fin util 0.343, post-layout period usage of the worst path 0.658, setup bufs post-CTS 0, yosys warning tally 2, global route total overflow 0, fp util 0.302, GPL Wtd Cong 0.841, yosys cell count 3539, Synthesized registers 2048, post-route cell area 0.0891 sq mm, I/O Buffers 25, CTS tree done, Cells after DPL 6889, Post-synth top flop edfxtp_1, hold_sp din[0], leakage power 0.0264 uW, first-pass GRT wire length 272000 um, RSZ-0062 raised after global routing no, CTS Hold Bufs 0, via count 36407, DRC 0, top cell type's share of synthesized area 0.785, Top cells by area edfxtp_1, mux4_2, a22oi_1, post-layout min period 14.34 ns, fin cells 7252, Post-synth EDFFs 2048, worst setup path start addr[1], Num CTS Buffers 198
-- worst max-delay path, cell delays in order --
cell and delay, ns:
buf_8 0.41, buf_4 0.71, buf_4 0.66, buf_12 0.49, mux4_2 0.42, a22oi_1 0.39, a21oi_1 0.17, o41ai_1 0.94
nand4_1 0.54, clkdlybuf4s50_1 0.56
-- power by group --
part | internal, uW | total (uW) | switching, uW
Sequential | 4340 | 4340 | 1.67
Combinational | 125 | 359 | 234
Clock | 1770 | 3220 | 1440
-- routing by layer --
metal / track usage / up-vias / part of all wire
met5: 0.0135 / - / 0.0027
li1: - / 15378 / -
met2: 0.234 / 1894 / 0.48
met1: 0.173 / 18804 / 0.33
met4: 0.0417 / 12 / 0.033
met3: 0.103 / 319 / 0.15
-- stage by stage --
step / hold WS, ns / setup slack [ns]
finish: 3.94 / 7.46
global route: 3.91 / 7.09
CTS: 3.88 / 7.27
detailed placement: 4.78 / 7.32
global placement: 4.77 / 7.32
floorplan: 4.46 / 11.34
-- layout by cell type (no fill, tap or decap), types with 36 or more instances in the layout --
cell and n:
a22oi_1 256, mux4_2 512, clkinv_2 36, edfxtp_1 2048, clkbuf_16 198, clkinv_1 50, nor2_1 231, clkbuf_1 50
a21oi_1 128, buf_4 151
-- logic make-up (layout without fill, tap and decap cells) --
logic type,Yosys count,after routing,share of synthesized area
flops,2048,2048,0.785
simple gates,330,330,0.0174
compound gates,416,416,0.0363
buf+inv,233,540,0.0140
mux,512,512,0.147
other cells,0,4,0
-- path summary, 6_finish.rpt --
| kind | slack, ns | cells after the start | to |
|---|---|---|---|
| max | 7.46 | 10 | dout[0] |
| min | 3.94 | 1 | mem[10][0] |
-- final cells by class --
type                       instances  area, sq um
tap                             3402         4260
timing repair buffer             180         1510
multi-input combinational       1258        15800
sequential                      2048        61500
clock inverter                   111          922
antenna                            4         10.0
inverter                           1         3.75
fill                           23784       171000
clock buffer                     248         5140
Power figures rest on the tool's default switching activity, not on a simulated workload.
